[design.v]
package top_pkg;
localparam RST_INITIAL_DELAY = 50;
localparam RST_HOLD_DELAY = 100;
localparam CLOCK_PERIOD = 10;
localparam ID_WIDTH = 2;
localparam AXI4_ADDR_WIDTH = 32;
localparam AXI4_DATA_WIDTH = 32;
localparam AXI4LITE_ADDR_WIDTH = 32;
localparam AXI4LITE_DATA_WIDTH = 32;
    localparam DATA_WIDTH = 8;    
    localparam ACC_DATA_WIDTH = (2*DATA_WIDTH);
    localparam NOF_COEFF = 12;
    localparam NOF_MACS = NOF_COEFF-1;
    localparam FILTER_OUTPUT_DATA_WIDTH = 20;
endpackage
module rom_dual_port(
            clk,
            addr_1,
            addr_2, 
            data_1,
            data_2
            );
    input clk;
    input [4-1:0] addr_1;
    input [4-1:0] addr_2;
    output reg [32-1:0] data_1;
    output reg [32-1:0] data_2;
    reg [32-1:0] data_1_reg, data_1_reg_next;
    reg [32-1:0] data_2_reg, data_2_reg_next;
    reg [32-1:0] data_1_out, data_2_out;
    wire [32-1:0] loc0;
    wire [32-1:0] loc1;
    wire [32-1:0] loc2;
    wire [32-1:0] loc3;
    wire [32-1:0] loc4;
    wire [32-1:0] loc5;
    wire [32-1:0] loc6;
    wire [32-1:0] loc7;
    assign loc0 = 32'h5F5F5F5F;
    assign loc1 = 32'h1A1A1A1A;
    assign loc2 = 32'h2E2E2E2E;
    assign loc3 = 32'hA5A5A5A5;
    assign loc4 = 32'h123478A2;
    assign loc5 = 32'h9C7B6A88;
    assign loc6 = 32'hAFAFB4C5;
    assign loc7 = 32'h13CF54AF;
always@(loc0 or loc1 or loc2 or loc3 or loc4 or loc5 or loc6 or loc7 or addr_1 or addr_2) begin
    case(addr_1)
        3'b000: data_1_out = loc0;
        3'b001: data_1_out = loc1;
        3'b010: data_1_out = loc2;
        3'b011: data_1_out = loc3;
        3'b100: data_1_out = loc4;
        3'b101: data_1_out = loc5;
        3'b110: data_1_out = loc6;
        3'b111: data_1_out = loc7;
        default:            data_1_out = loc0;
    endcase
    case(addr_2)
        3'b000: data_2_out = loc0;
        3'b001: data_2_out = loc1;
        3'b010: data_2_out = loc2;
        3'b011: data_2_out = loc3;
        3'b100: data_2_out = loc4;
        3'b101: data_2_out = loc5;
        3'b110: data_2_out = loc6;
        3'b111: data_2_out = loc7;
        default:            data_2_out = loc0;
    endcase
end
always@(posedge clk)
    begin
        data_1_reg <= data_1_out;
        data_1_reg_next <= data_1_reg;
        data_1 <= data_1_reg_next;
    end
always@(posedge clk)
    begin
        data_2_reg <= data_2_out;
        data_2_reg_next <= data_2_reg;
        data_2 <= data_2_reg_next;
    end
endmodule
[run.sh]
#!/bin/bash
# OpenROAD 26Q1-2900-gdf79404cd8, Yosys 0.63+post, stock flow scripts
make -C /OpenROAD-flow-scripts/flow DESIGN_CONFIG=/design/flow/config.mk WORK_HOME=/design/flow/orfs finish
[config.mk]
export PLATFORM = sky130hd
export DESIGN_NAME = rom_dual_port
export DESIGN_NICKNAME = rom_dual_port
export VERILOG_FILES = /design/flow/design.v
export SDC_FILE = /design/flow/constraint.sdc
export NUM_CORES = 4
export LEC_CHECK = 1
export CORE_UTILIZATION = 30
[constraint.sdc]
current_design rom_dual_port

set clk_period 1.3
set clk_io_pct 0.2

create_clock -name clk0 -period $clk_period [get_ports {clk}]

set non_clock_inputs [all_inputs -no_clocks]
set_input_delay [expr $clk_period * $clk_io_pct] -clock clk0 $non_clock_inputs
set_output_delay [expr $clk_period * $clk_io_pct] -clock clk0 [all_outputs]
==> impl_metrics.tcl <==
# place-and-route summary
set metrics [dict create \
    warning_count 37 \
    ys_seq_share_pct 79.0 \
    cts_tree "done" \
    cts_setup_buffers 0 \
    synth.distinct_cells 19 \
    place_hpwl_mm 4.14 \
    clkLatencyLatePin_ps 410 \
    grt_usage_pct 8.96 \
    crit_start "data_2[10]" \
    worstPathCellList "dlygate4sd2_1" \
    antenna_found_initial 0 \
    htree_num_levels 4 \
    edf_count 0 \
    ir_drop_mv 0.748 \
    grt-ovfl-total 0 \
    wl_per_cell_um 10.4 \
    hold_path_class "flop to flop" \
    dr_total_vias 2238 \
    cts-hold-fix-buffers 0 \
    postRouteWirelength_mm 6.22 \
    fp.dieH_um 121 \
    flop_cell "dfxtp_1" \
    drv_slew 0 \
    drc 0 \
    yosys_cells 299 \
    path_delay_family "flip-flops" \
    netlist_instances 299 \
    netlist_area_sq_um 4260 \
    cts.path.max_buffers 2 \
    grt_pass1_vias 2133 \
    skew_ps 6.54 \
    p_leak_uw 0.00252 \
    worstPathRequired_ps 1040 \
    maxCapViolCount 0 \
    timing.critical_path.to "data_2[10]" \
    postRouteAntennaNets 0 \
    rrSetupSlack_ps 880 \
    dr.pass1.iters 4 \
    vias_per_cell 3.76 \
    synthArstFlopShare_pct 0 \
    cts.clk_slew.worst_paths_ps 60 \
    grt_pass1_wl_mm 10.2 \
    crit_slowest_cell "dfxtp_2" \
    fin_crit_sh_pct 93.9 \
    cp_slowest_stage_delay_ps 320 \
    min_period_ps 1220 \
    fin_ws_ps 79.7 \
    r2r_cells 0 \
    whs_ps 322 \
    syn_to_final_growth_pct 36.6 \
    avgSynthCellArea_sq_um 14.2 \
    dpl_worst_slack_ps -313 \
    tns_ps 0 \
    drt_iter0_drc 95 \
    rsz0062_at_grt "no" \
    power-per-cell-area_nw_per_um2 1840 \
    status "finished, final reports clean" \
    crit_fanout 2 \
    max_freq_ghz 0.819 \
    hold_violations 0 \
    total_power_uw 10700 \
    antenna_cells 0 \
    synth-seq-cells 168 \
    yosys_area_sq_um 4260 \
    path_depth 1 \
    critical_path.reg2reg.endpoint "data_1[28]" \
    yosysWarnings 1 \
    cp.arrival_ps 960 \
    end_kind "primary output" \
    die_w_um 121 \
    clock_sinks 168 \
    path_buffers 1 \
    fillers 1246 \
    initial_core_util_pct 30.7 \
    drive_gt1_share_pct 18.6 \
    place_congestion 0.751 \
    setup.worst_path.class "flop to primary output" \
    setup_viol 0 \
    tightest_slew_ps 373 \
    clockRootBuffer "clkbuf_16" \
    dieArea_sq_um 14700 \
    start_kind "flop" \
    coreArea_sq_um 13900 \
    max-slew-margin-rel_pct 75.1 \
    reg2reg_from "data_1_reg_next[28]" \
    ioPinCount 73 \
    grt_max_degree 22 \
    rows 43 \
    port_buffers 72 \
    cts_buffers 17 \
]
[placed cells by master (no fill, tap or decap), types with 5 or more instances in the layout]
cell             count
a21oi_1             11
ha_1                14
dlygate4sd2_1       64
clkdlybuf4s50_1      8
inv_1                6
dfxtp_2             12
a21o_1              23
nand2b_4             5
nand2_1             22
buf_4               28
nand2b_1            13
dfxtp_1            156
clkbuf_16           17
[power breakdown]
part	total (uW)	switching [uW]	internal, uW
clock network	4680	1990	2690
registers	5550	72.7	5480
logic	468	183	286
total	10700	2250	8460
[cell type report]
class | count | area [sq um] | share of cell area (%)
clock buffer | 19 | 433 | 7.44
sequential | 168 | 3380 | 58.1
clock inverter | 13 | 136 | 2.35
inverter | 6 | 22.5 | 0.387
timing repair buffer | 101 | 871 | 15.0
multi-input combinational | 108 | 749 | 12.9
tap | 180 | 225 | 3.87
[cell usage after synthesis (2+ instances only)]
cell type	number	share of area [%]
dfxtp_1	168	79
a21o_1	23	4.1
nand2_1	22	1.9
ha_1	14	4.1
nand2b_1	13	1.9
a21oi_1	12	1.4
buf_4	9	1.6
inv_1	6	0.53
nand2b_4	5	1.6
buf_2	4	0.47
nand3_1	4	0.47
nor2_1	4	0.35
o21ai_0	4	0.47
buf_6	3	0.79
o21bai_1	3	0.53
nor2b_1	2	0.29
[worst min path at each step]
stage     slack (ps)  depth (start not counted)             endpoint           start
4_1_cts          320                          0  data_1_reg_next[26]  data_1_reg[26]
5_1_grt          320                          0  data_2_reg_next[18]  data_2_reg[18]
6_report         320                          0  data_1_reg_next[26]  data_1_reg[26]
[cells by family after synthesis]
logic type / synth area share [%]
AND-OR/OR-AND: 6.82
adder cells (fa/ha/maj): 4.12
buffers and inverters: 3.47
flip-flops: 79.0
AND/OR/NAND/NOR: 6.58
[metal layers]
| layer | GRT usage (%) | share of wire, % | up-vias |
|---|---|---|---|
| met5 | 0 | 0 | - |
| met1 | 14.4 | 50 | 1020 |
| li1 | - | - | 1161 |
| met2 | 11.9 | 41 | 52 |
| met4 | 2.08 | 1.6 | 0 |
| met3 | 3.02 | 7.4 | 5 |
[what timing repair did]
| item | in CTS | in global routing |
|---|---|---|
| pin swaps | 0 | 0 |
| endpoints found under the setup margin | 64 | 2 |
| gates resized | 76 | 1 |
[metrics by stage]
| stage | util, % | instance area, sq um | cells |
|---|---|---|---|
| after floorplan | - | 4260 | 299 |
| after CTS | 41.9 | 5810 | 595 |
| final | 41.9 | 5820 | 595 |
| after detailed placement | 38.2 | 5310 | 563 |
| after global routing | 41.9 | 5820 | 595 |
| after global placement | 38.2 | 5310 | 563 |
No activity file was given, so power comes from the tool's default toggle rates.
