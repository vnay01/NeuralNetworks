## design/flow/run.sh

```bash
#!/bin/bash
# OpenROAD 26Q1-2900-gdf79404cd8, Yosys 0.63+post, stock flow scripts
make -C /OpenROAD-flow-scripts/flow DESIGN_CONFIG=/design/flow/config.mk WORK_HOME=/design/flow/orfs finish
```

## design/flow/config.mk

```make
export PLATFORM = sky130hd
export DESIGN_NAME = controller
export DESIGN_NICKNAME = controller
export VERILOG_FILES = /design/flow/design.v
export SDC_FILE = /design/flow/constraint.sdc
export NUM_CORES = 4
export LEC_CHECK = 1
export CORE_UTILIZATION = 30
```

## design/flow/constraint.sdc

```tcl
current_design controller

set clk_period 3.5
set clk_io_pct 0.2

create_clock -name clk0 -period $clk_period [get_ports {clk}]

set non_clock_inputs [all_inputs -no_clocks]
set_input_delay [expr $clk_period * $clk_io_pct] -clock clk0 $non_clock_inputs
set_output_delay [expr $clk_period * $clk_io_pct] -clock clk0 [all_outputs]
```

## design/flow/design.v

```verilog
package top_pkg;
localparam RST_INITIAL_DELAY = 50;
localparam RST_HOLD_DELAY = 100;
localparam CLOCK_PERIOD = 10;
localparam ID_WIDTH = 2;
localparam AXI4_ADDR_WIDTH = 32;
localparam AXI4_DATA_WIDTH = 32;
localparam AXI4LITE_ADDR_WIDTH = 32;
localparam AXI4LITE_DATA_WIDTH = 32;
    localparam DATA_WIDTH = 8;    
    localparam ACC_DATA_WIDTH = (2*DATA_WIDTH);
    localparam NOF_COEFF = 12;
    localparam NOF_MACS = NOF_COEFF-1;
    localparam FILTER_OUTPUT_DATA_WIDTH = 20;
endpackage
`timescale 1ns / 1ps
module controller(  
                    clk,
                    reset,   
                    START,         
                    BUSY,
                    DONE,
                    input_matrix_ram_en,
                    input_matrix_ram_read_en,
                    input_matrix_ram_address,
                    filter_matrix_rom_en,
                    filter_matrix_rom_read_en,
                    filter_matrix_rom_address,
                    data_path_signal                             
    );
input clk;
input reset;
input START;         
output reg BUSY;
output reg DONE;
output reg input_matrix_ram_en;
output reg input_matrix_ram_read_en;
output reg [9:0] input_matrix_ram_address;
output reg filter_matrix_rom_en;
output reg filter_matrix_rom_read_en;
output reg filter_matrix_rom_address;
output reg [4:0] data_path_signal;           
parameter counter_size = 10;
reg [counter_size-1:0] count, count_next;
reg [counter_size-1:0] state_counter, state_counter_next; 
reg [9:0] w_input_matrix_ram_address, w_input_matrix_ram_address_next; 
reg w_filter_matrix_rom_address, w_filter_matrix_rom_address_next;
   parameter STATE_SIZE = 8;
   parameter INIT = 8'd0,
             LOAD = 8'd1,
             MULT = 8'd2,
             L1_ADD = 8'd3,
             L2_ADD = 8'd4,
             L3_ADD = 8'd5,
             L4_ADD = 8'd6,
             MEM_STORE = 8'd7;
reg [STATE_SIZE-1: 0] current_state, next_state;
always@(posedge clk)
    begin
    if(!reset) begin
        current_state <= INIT;
        count <= {counter_size{1'b0}};
        state_counter <= {counter_size{1'b0}};
        w_input_matrix_ram_address <= {10{1'b0}};
        w_filter_matrix_rom_address <= 1'b0;
        input_matrix_ram_address <= {10{1'b0}};
        filter_matrix_rom_address <= 1'b0; 
        end
        else
        begin
        current_state <= next_state;
        count <= count_next;
        state_counter <= state_counter_next;
        w_input_matrix_ram_address <= w_input_matrix_ram_address_next;
        w_filter_matrix_rom_address <= w_filter_matrix_rom_address_next;
        input_matrix_ram_address <= w_input_matrix_ram_address;
        filter_matrix_rom_address <= w_filter_matrix_rom_address;
        end  
        end           
always@(*)
begin
    next_state <= current_state;      
    count_next = count +1;           
    state_counter_next <= state_counter;     
    w_input_matrix_ram_address_next <= w_input_matrix_ram_address;   
    w_filter_matrix_rom_address_next <= w_filter_matrix_rom_address;    
    DONE = 1'b0;
    case(current_state)
    INIT: if(START) begin
            next_state <= LOAD;
            state_counter_next <= {counter_size{1'b0}}; 
            count_next <= {counter_size{1'b0}}; 
          end  
    LOAD: begin
            w_filter_matrix_rom_address_next <= w_filter_matrix_rom_address + 1 ; 
            w_input_matrix_ram_address_next <= w_input_matrix_ram_address + 1;
            if(count == 1) begin
            next_state <= MULT;                           
            count_next = {counter_size{1'b0}};           
           end 
           end
    MULT: 
            if(count == 15) begin
            next_state <= L1_ADD;
            count_next = {counter_size{1'b0}};
            end
    L1_ADD: if (count == 7)begin
            next_state <= L2_ADD;
            count_next = {counter_size{1'b0}};
            end
    L2_ADD: if (count == 7)begin
            next_state <= L3_ADD;
            count_next = {counter_size{1'b0}};
            end
    L3_ADD: if (count == 7)begin
            next_state <= L4_ADD;
            count_next = {counter_size{1'b0}};
            end
    L4_ADD: if (count == 7)begin
            next_state <= MEM_STORE;
            count_next = {counter_size{1'b0}};
            end
   MEM_STORE:  
            if (state_counter == 256) begin
                next_state <= INIT;
                DONE = 1'b1;
                end
                else
                    begin
                        if (count == 10)begin            
                        next_state <= LOAD;
                        state_counter_next <= state_counter + 1; 
                        count_next = {counter_size{1'b0}};
                        end
                        end
   default: next_state <= INIT;
    endcase
end
always@(*)
begin
    input_matrix_ram_en = 1'b0;
    input_matrix_ram_read_en = 1'b0;
    filter_matrix_rom_en = 1'b0;
    filter_matrix_rom_read_en = 1'b0;
    data_path_signal = 5'b00000;    
    case(current_state)
    INIT: begin
          BUSY = 1'b0;
          end
    LOAD: 
           begin
           BUSY = 1'b1;
           input_matrix_ram_en = 1'b1;
           input_matrix_ram_read_en = 1'b1;
           filter_matrix_rom_en = 1'b1;          
           filter_matrix_rom_read_en = 1'b1;
           data_path_signal = 5'b00000;
           end  
    MULT:
           begin
           BUSY = 1'b1;
           input_matrix_ram_en = 1'b0;
           input_matrix_ram_read_en = 1'b0;       
           filter_matrix_rom_read_en = 1'b0;
           data_path_signal = 5'b10000;
           end 
    L1_ADD:
           begin
           BUSY = 1'b1;
           input_matrix_ram_en = 1'b0;
           input_matrix_ram_read_en = 1'b0;           
           filter_matrix_rom_read_en = 1'b0;
           data_path_signal = 5'b01000;
           end 
    L2_ADD:
           begin
           BUSY = 1'b1;
           input_matrix_ram_en = 1'b0;
           input_matrix_ram_read_en = 1'b0;
           filter_matrix_rom_read_en = 1'b0;
           data_path_signal = 5'b00100;
           end 
    L3_ADD:
           begin
           BUSY = 1'b1;
           input_matrix_ram_en = 1'b0;
           input_matrix_ram_read_en = 1'b0;
           filter_matrix_rom_read_en = 1'b0;
           data_path_signal = 5'b00010;
           end 
    L4_ADD:
           begin
           BUSY = 1'b1;
           input_matrix_ram_en = 1'b0;
           input_matrix_ram_read_en = 1'b0;
           filter_matrix_rom_read_en = 1'b0;
           data_path_signal = 5'b00001;
           end 
    MEM_STORE:
           begin
           BUSY = 1'b1;
           input_matrix_ram_en = 1'b0;
           input_matrix_ram_read_en = 1'b0;
           filter_matrix_rom_read_en = 1'b0;
           data_path_signal = 5'b00000;
           end              
    default : 
            begin
           BUSY = 1'b1;
           input_matrix_ram_en = 1'b0;
           input_matrix_ram_read_en = 1'b0;
           filter_matrix_rom_read_en = 1'b0;
           data_path_signal = 5'b00000;   
           end                                                                      
    endcase
end
endmodule   
```

==> summary.txt <==
run metrics: Ports=25, layout cells sized above 1=9.848%, Startpoint Class=flip-flop, Post-Syn Instances=244, hold path start=count[0], IO buf count=24, Initial Utilization=31.79%, Worst-path clk slew=0.09 ns, Yosys Chip Area=0.002355 mm^2, total die area=0.008207 mm^2, required time of the critical path=2.80 ns, Post-CTS Setup Inserts=0, initial antenna violation count=0, cell-internal power=1.090 mW, CTS Root Cell=clkbuf_8, vias in the first global route=1513, class of the worst hold path=reg -> reg, largest net degree at the start of global routing=23, Die Height=90.60 um, cts repair resizes=0, final routed DRC violation total=0, Yosys top cell area share=44.21%, Top cells by area=dfxtp_1, xnor2_1, and2_1, CTS buffer count=5, Pwr Density=562.7 mW/mm^2, ys flop type=dfxtp_1, worst skew pair latency=0.30 ns, routed length per placed instance=11.18 um, setup TNS=0 ns, part of the power in registers=46.5%, routed wire length=4.057 mm, Synth Seq Share=44.21%, reg-to-reg startpoint=current_state[1], cell area after layout=0.002765 mm^2, Async SR Flop Fraction=0%, Synth flops=52, CP max FO=6, Gate power share=27.2%, IR drop worst, VDD=0.0002265 V, dpl cell area=0.002654 mm^2, period utilization=74.49%, DRT antenna net count=0, minimum clock period=2.607 ns, GRT Util Overall=10.42%, Placeable Area=0.007408 mm^2, CTS sink cnt=52, final clock skew=0.007113 ns, worst-margin pin slew=0.5930 ns, DR vias=1648, Syn Area/Cell=9.651 um^2, number of enable flip-flop cells=0, post-DP HPWL=2.845 mm, sw frac=29.94%, fmax=0.3836 GHz, first-pass GRT wire length=7.024 mm, Pins Over Slew Limit=0, outcome=finished, final reports clean, Yosys Instances=244, n_diodes=0, Layout Cells excl Fill=363, start point of the critical path=state_counter[4], Netlist Area Pre-Place=0.002355 mm^2, count of final hold-check violations=0, number of distinct library cells after synthesis=45, Site Rows=31, CTS hold repair buffers=0, NetSw=465.8 uW, total gr overflow=0, Placed Cells=355, LEAKAGE=1.040 nW, worst setup margin=0.8928 ns, Max-slew headroom=60.29%, Top cell excl fill/tap=dfxtp_1, Yosys top cell by area=dfxtp_1, htree depth=2, Clk pwr share=26.3%, arrival time worst endpoint=1.91 ns, drt first-iter violations=35, Setup WS pre-CTS=0.9355 ns, Top Layout Cells=dfxtp_1, clkdlybuf4s50_1, nor2_1, and2_1, xnor2_1, Clock Path Buffers=2, Setup-failing EPs final=0, Area growth, synth to finish=17.43%, Setup crit end kind=output port, CTS tree=yes, Max Cap Viol=0, die width=90.60 um, unrepaired setup endpoints after global routing=false, Tot Pwr=1.556 mW, Pre-Repair DR Iteration Count=4, OpenROAD warning count=28, Via-to-Cell Ratio=4.540, Ys Warns=1, WS Path Type=reg -> out, gpl congestion=0.7963
sequential cells by signal, indices dropped and copies added (netlist names):
| register | flops |
|---|---|
| BUSY | 1 |
| count | 10 |
| current_state | 3 |
| data_path_signal | 5 |
| filter_matrix_rom_address | 1 |
| filter_matrix_rom_en | 1 |
| input_matrix_ram_address | 10 |
| state_counter | 10 |
| w_filter_matrix_rom_address | 1 |
| w_input_matrix_ram_address | 10 |
critical path: stages (launching register included):
cell	delay (ns)
dfxtp_1	0.35
nor4_2	0.31
nand4_2	0.25
nor2_1	0.21
clkdlybuf4s50_1	0.49
routing by layer:
layer,global-route usage [%],part of all wire [%]
met3,1.966,4.8
met5,0,0
met2,15.15,41
met4,1.478,1.7
met1,16.68,52
power by group through the flow:
stage	Combinational (mW)	Clock, mW	Sequential [mW]
after CTS	0.430	0.424	0.724
after global routing	0.474	0.446	0.734
final	0.423	0.410	0.723
path summary, 6_finish.rpt:
check,endpoint,slack [ns],cells after the start
worst min register to register,count[0],0.50,1
worst max register to register,data_path_signal[0],1.49,7
worst max-delay path,DONE,0.89,4
worst min-delay path,count[0],0.50,1
cell families after synthesis:
kind of cell | share of synthesized area [%]
xor gates and xnor gates | 9.671
and+or+nand+nor | 28.64
buffers and inverters | 4.676
DFF | 44.21
AOI/OAI and AO/OA | 8.129
adders and majority gates | 3.188
muxes | 1.488
Yosys cell counts, types with 6 or more instances:
library cell / instances
nor2_1: 23
nand3_1: 14
inv_1: 7
ha_1: 6
nand2_1: 9
xnor2_1: 17
nand4_1: 6
xor2_1: 9
and2_1: 22
and3_1: 9
dfxtp_1: 52
per-stage QoR:
stage / hold WS [ns] / util, %
global placement: 0.4636 / 35.82
finish: 0.4954 / 37.32
CTS: 0.4966 / 37.32
floorplan: 0.4407 / -
global route: 0.5177 / 37.32
detailed placement: 0.4743 / 35.82
layout make-up:
class                   count  area, um^2
well taps                  99       123.9
clock inverters             2       38.79
fillers                   747        4643
clock buffers               6       72.57
flip-flops and latches     52        1041
multi-input cells         170        1204
repair buffers             26       255.2
inverters                   8       30.03
No activity file was given, so power comes from the tool's default toggle rates.
