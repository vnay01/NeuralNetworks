===== design/flow/config.mk =====
export PLATFORM = sky130hd
export DESIGN_NAME = multiplier_array
export DESIGN_NICKNAME = multiplier_array
export VERILOG_FILES = /design/flow/design.v
export SDC_FILE = /design/flow/constraint.sdc
export NUM_CORES = 4
export LEC_CHECK = 1
export CORE_UTILIZATION = 30

===== design/flow/constraint.sdc =====
current_design multiplier_array

set clk_period 1.6
set clk_io_pct 0.2

create_clock -name clk0 -period $clk_period [get_ports {clk}]

set non_clock_inputs [all_inputs -no_clocks]
set_input_delay [expr $clk_period * $clk_io_pct] -clock clk0 $non_clock_inputs
set_output_delay [expr $clk_period * $clk_io_pct] -clock clk0 [all_outputs]

===== design/flow/design.v =====
package top_pkg;
localparam RST_INITIAL_DELAY = 50;
localparam RST_HOLD_DELAY = 100;
localparam CLOCK_PERIOD = 10;
localparam ID_WIDTH = 2;
localparam AXI4_ADDR_WIDTH = 32;
localparam AXI4_DATA_WIDTH = 32;
localparam AXI4LITE_ADDR_WIDTH = 32;
localparam AXI4LITE_DATA_WIDTH = 32;
    localparam DATA_WIDTH = 8;    
    localparam ACC_DATA_WIDTH = (2*DATA_WIDTH);
    localparam NOF_COEFF = 12;
    localparam NOF_MACS = NOF_COEFF-1;
    localparam FILTER_OUTPUT_DATA_WIDTH = 20;
endpackage
`timescale 1ns / 1ps
  `timescale 1ns / 1ps
module mul (	
            input clk, reset, enable,
			input [8-1 :0]num_1, num_2,
			output reg [2*8 - 1 :0] out_num
			);
parameter word_length = 2* 8;
always@(posedge clk, negedge reset)
    begin
        if (!reset)
            out_num <={word_length{1'b0}};
        else if (enable)
            out_num <= num_1 * num_2;
        end            
endmodule
module multiplier_array #(parameter array_size = 16,
                          parameter num_width = 8 )(
                    clk,
                    reset,
                    enable,
                    num_1,
                    num_2,
                    out_num
                    );
input clk;
input reset;
input enable;
input [(num_width * array_size )-1:0] num_1;
input [(num_width * array_size )-1:0] num_2;
output  [(2*num_width * array_size) -1 : 0] out_num;
wire [num_width - 1: 0] w_num_1 [array_size - 1 : 0];
wire [num_width - 1: 0] w_num_2 [array_size - 1 : 0];
wire [2*num_width - 1 : 0] w_out_num [array_size -1 : 0];
parameter input_width = (num_width * array_size);
genvar i;
for (i = 0; i < array_size ; i = i + 1) begin
    assign w_num_1[i] = num_1[((i+1)*input_width/(array_size) -1 ):(i*input_width/(array_size))];
    assign w_num_2[i] = num_2[((i+1)*input_width/(array_size) -1 ):(i*input_width/(array_size))];
    end
generate 
for (i = 0; i < array_size; i = i + 1) begin
        mul #(num_width) mo(
               .clk(clk),
               .reset(reset),
               .enable(enable),
               .num_1(w_num_1[i]),
               .num_2(w_num_2[i]),
               .out_num(w_out_num[i])         
                );
    end 
    endgenerate   
assign out_num = { w_out_num[15], w_out_num[14], w_out_num[13], w_out_num[12],
                         w_out_num[11],w_out_num[10],w_out_num[9],w_out_num[8],
                         w_out_num[7], w_out_num[6], w_out_num[5], w_out_num[4], 
                         w_out_num[3], w_out_num[2], w_out_num[1], w_out_num[0]};        
endmodule

===== design/flow/run.sh =====
#!/bin/bash
# OpenROAD 26Q1-2900-gdf79404cd8, Yosys 0.63+post, stock flow scripts
make -C /OpenROAD-flow-scripts/flow DESIGN_CONFIG=/design/flow/config.mk WORK_HOME=/design/flow/orfs finish

==> results.py <==
# Generated from Yosys and OpenROAD reports
metrics = {
    "status": {
        "run_status": "finished, violations left",
        "violations": "setup timing",
    },
    "synthesis": {
        "synth_top_area_share_pct": 26.89,
        "syn_inst": 4569,
        "ys.flops": 256,
        "ff_type": "dfrtp_1",
        "synthDistinctLibCells": 61,
        "area_leaders": "fa_1, ha_1, dfrtp_1",
        "ys_area_um2": 42890,
        "yosysSeqAreaShare_pct": 14.94,
        "edf_count": 0,
        "synthArstFlopShare_pct": 100.0,
        "synth_stat.cells": 4569,
        "yosysTopAreaCell": "fa_1",
        "netlist_area_um2": 42890,
        "yosys_warnings": 2,
        "avgSynthCellArea_um2": 9.387,
    },
    "drt": {
        "drtIter0Drc": 965,
        "wl_per_cell_um": 15.41,
        "dr.pass1.iters": 4,
        "vias_per_cell": 4.519,
        "drtAntennaViolNets": 0,
        "vias": 35800,
        "wirelength_um": 122100,
        "drc": 0,
    },
    "clock_network": {
        "insertion_delay_ns": 0.58,
        "h-tree-depth": 2,
        "cts_tree": "built",
        "numCtsBuffers": 42,
        "root_buffer": "clkbuf_16",
        "numClockSinks": 256,
        "clockBufferDepth": 3,
        "clk_pin_slew_ns": 0.06,
    },
    "global_routing": {
        "grt_use_total_pct": 17.58,
        "grt.overflow.total": 0,
        "grt_pass1_vias": 37290,
        "grt_pass1_wl_um": 197700,
        "grt_antenna_before_repair": 9,
        "grt_max_degree": 76,
    },
    "sta": {
        "setup_viol": 208,
        "fmax_ghz": 0.2876,
        "fin_crit_sh_pct": 217.3,
        "rsz0062_at_grt": "yes",
        "period_needed_ns": 3.477,
        "drv_slew": 0,
        "layout_setup_ws_ns": -1.877,
        "finClkSkew_ns": 0,
        "relSlewSlack_pct": 62.08,
        "hold_ws_ns": 0.05655,
        "hold_viol_final": 0,
        "tightest_slew_ns": 0.5688,
    },
    "min_path": {
        "holdPathEnd": "genblk2[14].mo.out_num[0]",
        "min_path_type": "primary input to flip-flop",
        "hp-start": "num_2[112]",
        "whs_path_depth": 3,
    },
    "placed_design": {
        "dp_hpwl_um": 98630,
        "dpl_worst_slack_ns": -2.987,
        "place_congestion": 0.9165,
        "port_buffers": 514,
    },
    "worst_setup_path": {
        "start_kind": "primary input",
        "crit_chain": "buf_2 -> nand2_1 -> fa_1 -> fa_1 -> inv_2 -> fa_1 -> inv_2 -> fa_1 -> inv_2 -> ha_4 -> nand2_4 -> o31ai_4 -> a31oi_4 -> or4_1 -> nand3_1",
        "cp_max_fo": 4,
        "cp.arrival_ns": 4.02,
        "r2r_slack_ns": 0.56,
        "r2r_cells": 3,
        "path_class": "primary input to flip-flop",
        "rr_startpoint": "genblk2[2].mo.out_num[12]",
        "crit_slowest_cell": "fa_1",
        "worst_setup_path_end_kind": "flip-flop",
        "max_stage_delay_ns": 0.57,
        "crit_path_start": "num_2[79]",
        "cpMostUsedCell": "fa_1",
        "worstPathRequired_ns": 2.14,
        "timing.rr.end": "genblk2[2].mo.out_num[12]",
    },
    "floorplan": {
        "fp_util_pct": 30.26,
        "num_rows": 138,
        "io_pins": 515,
        "die-height_um": 380.1,
        "dieArea_um2": 144500,
        "die_width_um": 380.1,
        "core_area_um2": 141800,
    },
    "flow_run": {
        "warnings": 28,
        "cap_violations": 0,
    },
    "cells_and_area": {
        "top_register": "genblk2.mo.out_num",
        "drive_above_1_share_pct": 41.11,
        "syn2layout_area_growth_pct": 54.04,
        "fin_util_pct": 46.61,
        "fillerInstances": 12620,
        "top_regs": "genblk2.mo.out_num (256)",
        "largest_reg_flops": 256,
    },
    "power": {
        "leakage_nw": 34.34,
        "cellPowerDensity_nw_per_um2": 1314,
        "total_power_mw": 86.81,
        "ir_drop_mv": 1.060,
    },
}
per-layer routing:
| layer | GRT usage (%) | up-vias | part of all wire [%] |
|---|---|---|---|
| met1 | 25.21 | 17440 | 46 |
| li1 | - | 17580 | - |
| met5 | 0 | - | 0.037 |
| met4 | 3.390 | 6 | 2.2 |
| met3 | 5.380 | 130 | 6.7 |
| met2 | 27.00 | 643 | 45 |
power by group:
part,switching [mW],leakage (nW),internal [mW]
registers,2.14,3.07,9.25
clock network,3.87,0.699,5.87
logic,29.3,30.6,36.3
cell type report:
type                       instances  area (um^2)  area share, %
multi-input combinational       3429        38730          58.62
timing repair buffer            1450        14030          21.24
sequential                       256         6420          9.717
inverter                         816         3070          4.647
tap                             1890         2365          3.579
clock buffer                      54         1177          1.782
clock inverter                    22        261.5         0.3958
antenna                            4        10.01        0.01515
how the worst max path moves through the flow:
stage | depth (start not counted) | endpoint
final | 15 | genblk2[9].mo.out_num[14]
after global routing | 17 | genblk2[15].mo.out_num[15]
after CTS | 16 | genblk2[9].mo.out_num[14]
cell families (layout without fill, tap and decap cells):
kind of cell / after synthesis / in the layout / share of synthesized area, %
flip-flops: 256 / 256 / 14.94
AND/OR/NAND/NOR: 1442 / 1442 / 18.57
XOR/XNOR: 126 / 126 / 2.573
multiplexers: 162 / 162 / 4.207
buffers and inverters: 884 / 2342 / 7.809
other: 0 / 4 / 0
adder cells (fa/ha/maj): 1152 / 1152 / 43.69
AND-OR/OR-AND: 547 / 547 / 8.212
Yosys cell counts, types with 36 or more instances:
| cell type | instances |
|---|---|
| a21o_1 | 52 |
| a21oi_1 | 181 |
| and2_1 | 807 |
| clkbuf_1 | 36 |
| dfrtp_1 | 256 |
| fa_1 | 576 |
| ha_1 | 576 |
| inv_1 | 815 |
| mux2_2 | 132 |
| nand2_1 | 355 |
| nand2b_1 | 38 |
| nand3_1 | 47 |
| nor2_1 | 60 |
| nor2b_1 | 37 |
| o211ai_1 | 49 |
| o21ai_0 | 67 |
| o21ai_1 | 42 |
| xnor2_1 | 90 |
| xor2_1 | 36 |
repair_timing:
item / in CTS / in global routing
hold endpoints to repair: 198 / 0
hold buffers: 1 / 0
endpoints found under the setup margin: 479 / 466
pin swaps: 491 / 651
setup buffers: 83 / 134
gates resized: 1561 / 1332
critical path: cells and delay by family:
family          cells  cell delay, ns
compound gates      2            0.45
fa+ha+maj           5            2.31
simple gates        4            0.67
buf+inv             4            0.27
through the flow:
step | setup TNS [ns] | area [um^2] | std cells
finish | -299.16 | 66070 | 7921
global route | -313.40 | 66070 | 7921
CTS | -372.50 | 61240 | 7813
detailed placement | -549.70 | 57790 | 7657
global placement | -549.33 | 57790 | 7657
floorplan | -346.24 | 44740 | 4569
cell usage in the layout, fill, tap and decap left out, types with 80 or more instances in the layout:
master          instances
fa_1                  509
inv_2                 154
buf_4                 722
dlymetal6s2s_1        239
ha_1                  418
a21oi_1                80
and2_1                554
ha_4                  150
mux2_4                 87
inv_1                 660
dfrtp_1               245
and2_4                253
nand2_1               251
buf_6                 291
Power figures rest on the tool's default switching activity, not on a simulated workload.
